File: design/flow/config.mk
export PLATFORM = sky130hd
export DESIGN_NAME = master_sm
export DESIGN_NICKNAME = master_sm
export VERILOG_FILES = /design/flow/design.v
export SDC_FILE = /design/flow/constraint.sdc
export NUM_CORES = 4
export LEC_CHECK = 1
export CORE_UTILIZATION = 50
File: design/flow/constraint.sdc
current_design master_sm

set clk_period 5.4
set clk_io_pct 0.2

create_clock -name clk0 -period $clk_period [get_ports {i_clk}]

set non_clock_inputs [all_inputs -no_clocks]
set_input_delay [expr $clk_period * $clk_io_pct] -clock clk0 $non_clock_inputs
set_output_delay [expr $clk_period * $clk_io_pct] -clock clk0 [all_outputs]
File: design/flow/design.v
module master_sm(
input    wire       i_clk,
input    wire       i_rst,
(* keep = "true" *)
input    wire       i_uart_data_avail,
(* keep = "true" *)
input    wire [7:0] i_uart_rd_data,
output   reg  [7:0] o_uart_wr_data,
output   reg        o_uart_wr_en,
output   reg        o_uart_rd_en,
output   reg        o_sb_wr_en,
(* keep = "true" *)
output   reg  [1:0] o_sb_wr_data,
(* keep = "true" *)
output   reg  [4:0] o_sb_wr_row,
(* keep = "true" *)
output   reg  [4:0] o_sb_wr_col,
output   reg        o_chk_succ,
input    wire       i_chk_succ_done,
input    wire       i_succ_possible,
input    wire [4:0] i_td_row_addr1,
input    wire [4:0] i_td_col_addr1,
input    wire [4:0] i_td_row_addr2,
input    wire [4:0] i_td_col_addr2,
output   reg        o_chk_thrt,
output   reg        o_chk_pm,
input    wire       i_chk_pm_done,
input    wire       i_chk_thrt_done,
input    wire       i_thrt_detected,
output   reg        o_fpga_act,
output   reg        o_thrt_ack,
input    wire       i_single_place
);
wire   [7:0]    rand_cntr_value;
reg    [5:0]    state;
reg    [7:0]    uart_wr_buff[7:0];
reg    [3:0]    uart_rd_buff[2:0];
reg             thrt_flag;
reg    [1:0]    threat_cnt;
reg             pm_flag;
parameter       START      =    0,
                IDLE       =    1,
				TX1B1      =    2,
				TX1B2      =    3,
				TX1B3      =    4,
				TX1B4      =    5,
				TX2B1      =    6,
				TX2B2      =    7,
				TX2B3      =    8,
				TX2B4      =    9,
				RX1B1      =    10,
				RX1B2      =    11,
				RX1B3      =    12,
				RX1B4      =    13,
				RX2B1      =    14,
				RX2B2      =    15,
				RX2B3      =    16,
				RX2B4      =    17,
				CHK_SUCC   =    18,
			    CHK_TRT    =    19,
			    CHK_PM1    =    20,
			    CHK_PM2    =    21;
always @(posedge i_clk or posedge i_rst)
begin
    if(i_rst)
	begin
	    state         <=    START;
		o_uart_wr_en  <=    1'b0;
		o_uart_rd_en  <=    1'b0;
		o_fpga_act    <=    1'b0;
		o_chk_succ    <=    1'b0;
		o_chk_pm      <=    1'b0;
		thrt_flag     <=    1'b0;
		o_thrt_ack    <=    1'b0;
		threat_cnt    <=    0;
		o_uart_wr_data<=    0; 
		o_sb_wr_en    <=    0;
		o_sb_wr_data  <=    2'b00;
		o_chk_thrt    <=    1'b0;
		pm_flag       <=    1'b0;
	end
	else
	begin
	    case(state)
		    START:begin
			    if(i_uart_data_avail)    
				begin
				    o_uart_rd_en    <=    1'b1;
					if(o_uart_rd_en & i_uart_rd_data == 'h44)    
					begin                               
					    uart_wr_buff[4]    <=    8'h31; 
					    uart_wr_buff[5]    <=    8'h30; 
					    uart_wr_buff[6]    <=    8'h31; 
					    uart_wr_buff[7]    <=    8'h30; 
						o_uart_rd_en       <=    1'b0;
						state              <=    TX2B1;
					end
					else if(o_uart_rd_en)                          
					begin
					    state         <=    RX2B1;
						o_uart_rd_en  <=    1'b0;
					end
				end
			end
			IDLE:begin
				o_sb_wr_en   <=    1'b0;
				o_fpga_act   <=    1'b0;
				o_uart_wr_en <=    1'b0;
				o_uart_rd_en <=    1'b0;
				threat_cnt   <=    0;
				if(i_uart_data_avail)
			        state        <=    RX1B1;
			end
			TX1B1:begin
                o_uart_wr_en    <=    1'b1;
				o_uart_wr_data  <=    uart_wr_buff[0];
                state           <=    TX1B2;
                o_fpga_act      <=    1'b1;				
			end
			TX1B2:begin
				o_uart_wr_data  <=    uart_wr_buff[1];
                state           <=    TX1B3;
                o_fpga_act      <=    1'b1;					
			end
			TX1B3:begin
				o_uart_wr_data  <=    uart_wr_buff[2];
                state           <=    TX1B4;
                o_fpga_act      <=    1'b1;				
			end
			TX1B4:begin
				o_uart_wr_data  <=    uart_wr_buff[3];
                o_fpga_act      <=    1'b1;	
                o_sb_wr_en      <=    1'b1;
                o_sb_wr_row     <=    uart_wr_buff[0][0]*10 + uart_wr_buff[1][3:0];
                o_sb_wr_col     <=    uart_wr_buff[2][0]*10 + uart_wr_buff[3][3:0];		
                o_sb_wr_data    <=    2'b01;	
                state           <=    TX2B1;				
			end
			TX2B1:begin
			    o_uart_wr_en    <=    1'b1;
				o_sb_wr_en      <=    1'b0;
				o_uart_wr_data  <=    uart_wr_buff[4];
                state           <=    TX2B2;	
                o_fpga_act      <=    1'b1;	
                o_thrt_ack      <=    1'b0;				
			end
			TX2B2:begin
				o_uart_wr_data  <=    uart_wr_buff[5];
                state           <=    TX2B3;	
                o_fpga_act      <=    1'b1;				
			end
			TX2B3:begin
				o_uart_wr_data  <=    uart_wr_buff[6];
                state           <=    TX2B4;
                o_fpga_act      <=    1'b1;				
			end
			TX2B4:begin
				o_uart_wr_data  <=    uart_wr_buff[7];
				if(thrt_flag)
				begin
				    thrt_flag   <=    1'b0;
					state       <=    CHK_TRT;
				end
				else if(pm_flag)
				begin
                    state       <=    CHK_PM2;
					pm_flag     <=    0;
				end	
                else				
                    state       <=    IDLE;	
                o_fpga_act      <=    1'b1;		
                o_sb_wr_en      <=    1'b1;
                o_sb_wr_row     <=    uart_wr_buff[4][0]*10 + uart_wr_buff[5][3:0];
                o_sb_wr_col     <=    uart_wr_buff[6][0]*10 + uart_wr_buff[7][3:0];	
                o_sb_wr_data    <=    2'b01;			
                o_chk_succ      <=    1'b0;				
			end
			RX1B1:begin
			    if(i_uart_data_avail)  
				begin
				    uart_rd_buff[0] <=    i_uart_rd_data[3:0];
				    o_uart_rd_en    <=    1'b1;
					if(o_uart_rd_en)
					begin
					    state         <=    RX1B2;
						o_uart_rd_en  <=    1'b0;
                        o_fpga_act    <=    1'b1;						
					end	
				end	
			end
			RX1B2:begin
			    if(i_uart_data_avail)   
				begin
				    o_uart_rd_en    <=    1'b1;
					uart_rd_buff[1] <=    i_uart_rd_data[3:0];
					if(o_uart_rd_en)
					begin
					    state         <=    RX1B3;
						o_uart_rd_en  <=    1'b0;
						o_fpga_act    <=    1'b1;
					end	
				end	
			end
			RX1B3:begin
			    if(i_uart_data_avail)   
				begin
				    o_uart_rd_en    <=    1'b1;
					uart_rd_buff[2] <=    i_uart_rd_data[3:0];
					if(o_uart_rd_en)
					begin
					    state         <=    RX1B4;
						o_uart_rd_en  <=    1'b0;
						o_fpga_act    <=    1'b1;
					end	
				end	
			end
			RX1B4:begin
			    if(i_uart_data_avail)   
				begin
				    o_uart_rd_en    <=    1'b1;
					if(o_uart_rd_en)
					begin
					    state         <=    RX2B1;
						o_uart_rd_en  <=    1'b0;
						o_sb_wr_en    <=    1'b1;
						o_sb_wr_row   <=    uart_rd_buff[0]*10 + uart_rd_buff[1];
						o_sb_wr_col   <=    uart_rd_buff[2]*10 + i_uart_rd_data[3:0];
						o_sb_wr_data  <=    2'b10;
						o_fpga_act    <=    1'b1;
					end	
				end	
			end
			RX2B1:begin
			    o_sb_wr_en    <=    1'b0;
			    if(i_uart_data_avail)   
				begin
				    uart_rd_buff[0] <=    i_uart_rd_data[3:0];
				    o_uart_rd_en    <=    1'b1;
					if(o_uart_rd_en)
					begin
					    state         <=    RX2B2;
						o_uart_rd_en  <=    1'b0;
						o_fpga_act    <=    1'b1;
					end	
				end	
			end
			RX2B2:begin
			    if(i_uart_data_avail) 
				begin
				    o_uart_rd_en    <=    1'b1;
					uart_rd_buff[1] <=    i_uart_rd_data[3:0];
					if(o_uart_rd_en)
					begin
					    state         <=    RX2B3;
						o_uart_rd_en  <=    1'b0;
						o_fpga_act    <=    1'b1;
					end	
				end	
			end
			RX2B3:begin
			    if(i_uart_data_avail)  
				begin
				    o_uart_rd_en    <=    1'b1;
					uart_rd_buff[2] <=    i_uart_rd_data[3:0];
					if(o_uart_rd_en)
					begin
					    state         <=    RX2B4;
						o_uart_rd_en  <=    1'b0;
						o_fpga_act    <=    1'b1;
					end	
				end	
			end
			RX2B4:begin
			    if(i_uart_data_avail)  
				begin
				    o_uart_rd_en      <=    1'b1;
					if(o_uart_rd_en)
					begin
					    state         <=    CHK_SUCC;
						o_chk_succ    <=    1'b1;
						o_uart_rd_en  <=    1'b0;
						o_sb_wr_en    <=    1'b1;
						o_sb_wr_row   <=    uart_rd_buff[0]*10 + uart_rd_buff[1];
						o_sb_wr_col   <=    uart_rd_buff[2]*10 + i_uart_rd_data[3:0];
						o_sb_wr_data  <=    2'b10;
						o_fpga_act    <=    1'b1;
					end	
				end	
			end
		    CHK_SUCC:begin
			    o_sb_wr_en    <=    1'b0;
				if(i_succ_possible)
				begin
				    if(i_td_row_addr1 > 9)
					begin
					    uart_wr_buff[0] <= 'h31;   
						uart_wr_buff[1] <= 'h30 + (i_td_row_addr1 - 10);
					end
					else
					begin
					    uart_wr_buff[0] <= 'h30;   
						uart_wr_buff[1] <= 'h30 + i_td_row_addr1;
					end
					if(i_td_col_addr1 > 9)
					begin
					    uart_wr_buff[2] <= 'h31;   
						uart_wr_buff[3] <= 'h30 + (i_td_col_addr1 - 10);
					end
					else
					begin
					    uart_wr_buff[2] <= 'h30;   
						uart_wr_buff[3] <= 'h30 + i_td_col_addr1;
					end
					if(i_single_place)
					begin
						if(i_td_row_addr2 > 9)
						begin
						    uart_wr_buff[4] <= 'h31;   
							uart_wr_buff[5] <= 'h30 + (i_td_row_addr1 - 10);
						end
						else
						begin
						    uart_wr_buff[4] <= 'h30;   
							uart_wr_buff[5] <= 'h30 + i_td_row_addr1;
						end
						if(i_td_col_addr2 > 9)
						begin
						    uart_wr_buff[6] <= 'h31;   
							uart_wr_buff[7] <= 'h30 + (i_td_col_addr1 - 10);
						end
						else
						begin
						    uart_wr_buff[6] <= 'h30;   
							uart_wr_buff[7] <= 'h30 + i_td_col_addr1;
						end
						state    <=     TX2B1;
					end	
					else
					begin
						if(i_td_row_addr2 > 9)
						begin
						    uart_wr_buff[4] <= 'h31;   
							uart_wr_buff[5] <= 'h30 + (i_td_row_addr2 - 10);
						end
						else
						begin
						    uart_wr_buff[4] <= 'h30;   
							uart_wr_buff[5] <= 'h30 + i_td_row_addr2;
						end
						if(i_td_col_addr2 > 9)
						begin
						    uart_wr_buff[6] <= 'h31;   
							uart_wr_buff[7] <= 'h30 + (i_td_col_addr2 - 10);
						end
						else
						begin
						    uart_wr_buff[6] <= 'h30;   
							uart_wr_buff[7] <= 'h30 + i_td_col_addr2;
						end
						state    <=     TX1B1;
					end
				end
				else if(i_chk_succ_done)
				begin
				    state       <=   CHK_TRT;
                    o_chk_thrt  <=   1'b1;		
                    o_chk_succ  <=   1'b0;					
				end	
			end
			CHK_TRT:begin
			    o_sb_wr_en    <=    1'b0;
				o_uart_wr_en  <=    1'b0;
			    if(i_thrt_detected & threat_cnt != 2 )
				begin
				    if(i_td_row_addr1 > 9)
					begin
					    uart_wr_buff[4] <= 'h31;   
						uart_wr_buff[5] <= 'h30 + (i_td_row_addr1 - 10);
					end
					else
					begin
					    uart_wr_buff[4] <= 'h30;   
						uart_wr_buff[5] <= 'h30 + i_td_row_addr1;
					end
					if(i_td_col_addr1 > 9)
					begin
					    uart_wr_buff[6] <= 'h31;   
						uart_wr_buff[7] <= 'h30 + (i_td_col_addr1 - 10);
					end
					else
					begin
					    uart_wr_buff[6] <= 'h30;   
						uart_wr_buff[7] <= 'h30 + i_td_col_addr1;
					end
					state      <=    TX2B1;
					thrt_flag  <=    1'b1;
					threat_cnt <=    threat_cnt + 1;
				end
			    else if(i_chk_thrt_done)
				begin
				    o_chk_thrt    <=    1'b0;
					if(threat_cnt == 0)
					begin
                        state         <=    CHK_PM1;
                        o_chk_pm      <=    1'b1;					
					end
                    else if(threat_cnt == 1)
                    begin
					    state         <=    CHK_PM2;
                        o_chk_pm      <=    1'b1;
                    end
                    else
                        state         <=    IDLE;					
				end
				if(i_thrt_detected)
				    o_thrt_ack        <=    1'b1;
				o_fpga_act    <=    1'b1;
			end
			CHK_PM1:begin
			    if(i_chk_pm_done)
				begin
				    o_chk_pm      <=    1'b0;
				    if(i_td_row_addr1 > 9)
					begin
					    uart_wr_buff[4] <= 'h31;   
						uart_wr_buff[5] <= 'h30 + (i_td_row_addr1 - 10);
					end
					else
					begin
					    uart_wr_buff[4] <= 'h30;   
						uart_wr_buff[5] <= 'h30 + i_td_row_addr1;
					end
					if(i_td_col_addr1 > 9)
					begin
					    uart_wr_buff[6] <= 'h31;   
						uart_wr_buff[7] <= 'h30 + (i_td_col_addr1 - 10);
					end
					else
					begin
					    uart_wr_buff[6] <= 'h30;   
						uart_wr_buff[7] <= 'h30 + i_td_col_addr1;
					end
                        state    <=     TX2B1;
						pm_flag  <=     1'b1;
				end
				o_fpga_act    <=    1'b1;
			end
			CHK_PM2:begin
			    o_chk_pm        <=     1'b1;
				o_uart_wr_en    <=     1'b0;
				o_sb_wr_en      <=     1'b0;
			    if(i_chk_pm_done)
				begin
				    o_chk_pm      <=    1'b0;
				    if(i_td_row_addr1 > 9)
					begin
					    uart_wr_buff[4] <= 'h31;   
						uart_wr_buff[5] <= 'h30 + (i_td_row_addr1 - 10);
					end
					else
					begin
					    uart_wr_buff[4] <= 'h30;   
						uart_wr_buff[5] <= 'h30 + i_td_row_addr1;
					end
					if(i_td_col_addr1 > 9)
					begin
					    uart_wr_buff[6] <= 'h31;   
						uart_wr_buff[7] <= 'h30 + (i_td_col_addr1 - 10);
					end
					else
					begin
					    uart_wr_buff[6] <= 'h30;   
						uart_wr_buff[7] <= 'h30 + i_td_col_addr1;
					end
					    state         <=    TX2B1;
				end
				o_fpga_act    <=    1'b1;
			end
		endcase
	end
end
endmodule
File: design/flow/run.sh
#!/bin/bash
# OpenROAD 26Q1-2900-gdf79404cd8, Yosys 0.63+post, stock flow scripts
make -C /OpenROAD-flow-scripts/flow DESIGN_CONFIG=/design/flow/config.mk WORK_HOME=/design/flow/orfs finish
==> impl_metrics.csv <==
group,metric,value,unit
sta,grt_setup_unrepaired,"no",
grt,grt_antenna_before_repair,0,
worst_setup_path,worstReg2RegEnd,"uart_wr_buff[7][6]",
synthesis,synthArstFlopShare,44.3,%
synthesis,ys_seq_share,48.9,%
synthesis,logic_family,"AND-OR/OR-AND gates",
synthesis,yosys_most_used_dff,"edfxtp_1",
sta,hold_viol_final,0,
clock_network,numClockSinks,97,
placed_design,io_buffers,63,
worst_setup_path,cpPeakStageDelay,0.52,ns
synthesis,synth_area,0.00552,mm2
worst_setup_path,worst-path-stages,6,
drt,totalWireLength,12.4,mm
min_path,holdPathStages,0,
synthesis,yosys_warnings,3,
run_status,status,"finished clean",
clock_network,post_cts_buffers,0,
final_layout,final_area,0.00644,mm2
synthesis,netlist.area_leader.share,29.4,%
clock_network,insertion_delay,0.35,ns
sta,finalCriticalPeriod,3.12,ns
clock_network,cts_buffers,9,
synthesis,synth-adder-area-share,9.34,%
final_layout,layout_top_cells,"clkdlybuf4s50_1, edfxtp_1, nand2_1",
clock_network,hold_buffers,0,
die,io_pins,65,
sta,hold_ws,0.409,ns
synthesis,synth_flop_count,97,
drt,antenna_cells,0,
drt,viasPerCell,5.84,
final_layout,drive_above_1_share,7.57,%
synthesis,yosys_area,0.00552,mm2
worst_setup_path,crit_buf_inv,1,
drt,detail-route-antenna-nets,0,
worst_setup_path,path_delay_family,"AND-OR/OR-AND gates",
synthesis,ys_sh_simple,14.6,%
placed_design,place_ws,1.96,ns
sta,fmax,321,MHz
die,rows,37,
final_layout,final_common_cell,"clkdlybuf4s50_1",
min_path,hold_end,"state[14]",
synthesis,ys_cells,518,
die,die-width,107,um
synthesis,xor_share,3.17,%
placed_design,hpwl,9.58,mm
die,initial_core_util,52.5,%
clock_network,clkTransAtPathRegs,0.08,ns
worst_setup_path,cp-end-kind,"register",
synthesis,mux_area_share,2.52,%
sta,setup_slack,2.28,ns
drt,route.detailed.wl_per_inst,17.3,um
power_and_ir_drop,ir_drop,198,uV
sta,slew_headroom,45.9,%
synthesis,aoi_share,17.6,%
worst_setup_path,worstSetupPathType,"in -> reg",
sta,skew,0.00899,ns
clock_network,cts_resized,0,
clock_network,cts_buffer_depth,2,
drt,dr.pass1.iters,4,
flow_run,tool_warnings,33,
min_path,holdCritStartpoint,"state[3]",
final_layout,fill_cells,857,
placed_design,dpl.cell_count,701,
sta,setup-violations-final,0,
sta,maxSlewViolCount,0,
worst_setup_path,rr_worst_depth,6,
power_and_ir_drop,power_density,371,mW/mm2
final_layout,final_cell_count_no_fill,717,
final_layout,fin_util,61.3,%
die,dieArea,0.0115,mm2
clock_network,cts_tree,"built",
worst_setup_path,critPathLaunchType,"input pin",
synthesis,synth_cells,518,
grt,grt_start_max_net_pins,47,
power_and_ir_drop,leakage,2.58,nW
sta,worst_slew_pin_slew,0.808,ns
clock_network,clockRootBuffer,"clkbuf_8",
worst_setup_path,path_max_fanout,6,
grt,grt.overflow.total,0,
drt,route.detailed.drc,0,
sta,tns,0,ns
power_and_ir_drop,power,2.39,mW
min_path,hp-class,"reg -> reg",
flow_run,maxCapViolCount,0,
placed_design,place_area,0.00627,mm2
clock_network,htreeDepth,3,
synthesis,edf_count,54,
synthesis,synthDistinctLibCells,75,
placed_design,place_congestion,0.903,
synthesis,area_leaders,"edfxtp_1, dfrtp_1, ha_1",
worst_setup_path,cp_cell_sequence,"clkdlybuf4s50_1 -> o21ai_0 -> xnor2_1 -> ha_1 -> a2111oi_0 -> o211ai_1",
drt,dr_total_vias,4190,
worst_setup_path,arrival,3.20,ns
final_layout,area_growth,16.7,%
grt,grtUsageTotal,24.6,%
grt,grt_pass1_vias,4061,
worst_setup_path,reg2reg_slack,3.24,ns
grt,grt_pass1_wl,20.7,mm
sta,finalClockPeriodUsage,57.7,%
worst_setup_path,crit-reg2reg-launch,"state[18]",
die,core,0.0105,mm2
synthesis,synth.avg_cell_area,10.7,um2
die,dieHeight,107,um
drt,first_iter_violations,217,
synthesis,largest_area_cell,"edfxtp_1",
worst_setup_path,crit_slowest_cell,"clkdlybuf4s50_1",
worst_setup_path,worstPathRequired,5.49,ns
cell type report:
type                            instances  area, um2  share of cell area [%]
Clock buffer                           11        141                    2.19
Clock inverter                          5       31.3                   0.486
Inverter                               32        120                    1.86
Multi-Input combinational cell        368       2610                    40.6
Sequential cell                        97       2700                    41.9
Tap cell                              136        170                    2.64
Timing Repair Buffer                   68        668                    10.4
per-layer routing:
layer | global-route usage (%) | wire length, um
met5 | 0 | 0
met2 | 35.3 | 5480
met1 | 39.5 | 5740
met4 | 2.05 | 112
met3 | 9.36 | 1070
Yosys cell counts, drive strengths merged (6+ instances only):
cell type and n:
edfxtp 54, nand2 48, dfrtp 42, o21ai 39, ha 38, nor2 31
inv 30, a22oi 19, a21oi 15, clkbuf 14, nand3 14, nor3 13
xnor2 13, nor2b 8, o31ai 8, buf 7, mux2 7, xor2 7
a22o 6, and3 6, mux2i 6, or3 6
registers in the layout, indices dropped and copies added (netlist names), 2 cells and up:
register	cells
state	22
o_sb_wr_col	5
uart_wr_buff	32
threat_cnt	2
o_sb_wr_data	2
o_uart_wr_data	7
uart_rd_buff	12
o_sb_wr_row	5
cells by family (layout without fill, tap and decap cells):
group,after synthesis,in the layout
DFF,97,97
and+or+nand+nor,157,157
adders and majority gates,40,40
muxes,13,13
AOI/OAI and AO/OA,137,137
buffers and inverters,53,116
other,1,1
xor gates and xnor gates,20,20
report_power, final:
group,switching (mW),internal (mW),total (mW)
clock network,0.237,0.178,0.415
registers,0.132,0.971,1.10
logic,0.431,0.441,0.872
how the worst max path moves through the flow:
stage	slack [ns]	from	end
after CTS	2.33	i_td_row_addr1[2]	uart_wr_buff[5][5]
after global routing	2.21	i_td_row_addr1[2]	uart_wr_buff[5][5]
final	2.28	i_td_row_addr1[2]	uart_wr_buff[5][5]
No activity file was given, so power comes from the tool's default toggle rates.
